==> flow/design.v <==
module bird (
		input clk,
		input [15:0] data_in,
		output reg [15:0] data_out,
		output reg [11:0] address,
		output memwt
		);
reg [11:0] pc, ir;  
reg [4:0] state;  
reg [15:0] regbank [7:0]; 
reg zeroflag;  
reg [15:0] result;  
localparam	FETCH=4'b0000,
				LDI=4'b0001, 
				LD=4'b0010,
				ST=4'b0011,
				JZ=4'b0100,
				JMP=4'b0101,
				ALU=4'b0111,
				PUSH=4'b1000,
				POP1=4'b1001,
				POP2=4'b1100,
				CALL=4'b1010,
				RET1=4'b1011,
				RET2=4'b1101;
wire zeroresult; 
always @(posedge clk)
	case(state) 
		FETCH: 
			begin
				if ( data_in[15:12]==JZ)  
					if (zeroflag)   
						state <= JMP;
					else
						state <= FETCH;  
			else
				state <= data_in[15:12];  
				ir<=data_in[11:0];  
				pc<=pc+1;  
			end
		LDI:
			begin
				regbank[ ir[2:0] ] <= data_in;  
				pc<=pc+1;  
				state <= FETCH;
			end
		LD:
			begin
				regbank[ir[2:0]] <= data_in;
				state <= FETCH;  
				end 
		ST:
			begin
				state <= FETCH;  
			end
		JMP:
			begin
				pc <= pc+ir;
				state <= FETCH;  
			end
		ALU:
			begin
				regbank[ir[2:0]]<=result;
				zeroflag<=zeroresult;
				state <= FETCH;
			end
		PUSH:
			begin
				 regbank[7]<=regbank[7]-1;
				 state <= FETCH;
			end
		POP1:
			begin
				regbank[7]<=regbank[7]+1;
            state <= POP2;
			end
		POP2: 
			begin
				regbank[ir[2:0]]<=data_in;
            state <= FETCH;
			end
		CALL: 
			begin
            regbank[7]<=regbank[7]-1;
            pc <= pc+ir;
            state <= FETCH;
			end
		RET1:
			begin
				regbank[7]<=regbank[7]+1;
            state <= RET2;
			end
		RET2:
			begin
				pc<=data_in;
            state <= FETCH;
			end
	endcase
always @*
	case (state)
		LD:	address=regbank[ir[5:3]][11:0];
		ST:	address=regbank[ir[5:3]][11:0];
		PUSH:	address=regbank[7][11:0];
		POP2:	address=regbank[7][11:0];
      CALL: address=regbank[7][11:0];
      RET2: address=regbank[7][11:0];
		default: address=pc;
	endcase
assign memwt=(state==ST)||(state==PUSH)||(state==CALL);   
always @*
	case (state)
		CALL: data_out = pc; 
		PUSH: data_out = regbank[ir[5:3]];
		default: data_out = regbank[ir[8:6]];
	endcase
always @*  
	case (ir[11:9])
		3'h0: result = regbank[ir[8:6]]+regbank[ir[5:3]];  
		3'h1: result = regbank[ir[8:6]]-regbank[ir[5:3]];  
		3'h2: result = regbank[ir[8:6]]&regbank[ir[5:3]];  
		3'h3: result = regbank[ir[8:6]]|regbank[ir[5:3]];  
		3'h4: result = regbank[ir[8:6]]^regbank[ir[5:3]];  
		3'h7: case (ir[8:6])
			3'h0: result = !regbank[ir[5:3]];
			3'h1: result = regbank[ir[5:3]];
			3'h2: result = regbank[ir[5:3]]+1;
			3'h3: result = regbank[ir[5:3]]-1;
			default: result=16'h0000;
		     endcase
		default: result=16'h0000;
	endcase
assign zeroresult = ~|result;
integer i;
initial begin;
	state=FETCH;
	zeroflag=0;
	pc=0;
	for (i= 0 ; i<6; i=i+1)
		regbank[i]=0;
	regbank[7]=12'h1ff;
end
endmodule
module keypad_ex (
						output reg [3:0] rowwrite,
						input [3:0] colread,
						input clk,
						input ack,
						input statusordata,
						output reg [15:0] keyout
						);
wire keypressed;		
reg [25:0] clk1;
reg ready;
reg [3:0] keyread, data;
reg [3:0] rowpressed;
reg [3:0] pressedcol [0:3];
reg [11:0] rowpressed_buffer0, rowpressed_buffer1, rowpressed_buffer2, rowpressed_buffer3;
reg [3:0] rowpressed_debounced;
always @(posedge clk)
	clk1<=clk1+1;
always @(posedge clk1[15])
	rowwrite<={rowwrite[2:0], rowwrite[3]};
always @(posedge clk1[15])
	if (rowwrite== 4'b1110)
		begin
			rowpressed[0]<= ~(&colread);  
			pressedcol[0]<=colread;
		end
	else if (rowwrite==4'b1101)
		begin
			rowpressed[1]<= ~(&colread);  
			pressedcol[1]<=colread;
		end
	else if (rowwrite==4'b1011)
		begin
			rowpressed[2]<= ~(&colread);  
			pressedcol[2]<=colread;
		end
	else if (rowwrite==4'b0111)
		begin
			rowpressed[3]<= ~(&colread);  
			pressedcol[3]<=colread;
		end
wire transition0_10;
wire transition0_01;
assign transition0_10=~|rowpressed_buffer0;
assign transition0_01=&rowpressed_buffer0;
wire transition1_10;
wire transition1_01;
assign transition1_10=~|rowpressed_buffer1;
assign transition1_01=&rowpressed_buffer1;
wire transition2_10;
wire transition2_01;
assign transition2_10=~|rowpressed_buffer2;
assign transition2_01=&rowpressed_buffer2;
wire transition3_10;
wire transition3_01;
assign transition3_10=~|rowpressed_buffer3;  
assign transition3_01=&rowpressed_buffer3;   
always @(posedge clk1[15])
	begin
		rowpressed_buffer0<= {rowpressed_buffer0[10:0],rowpressed[0]};
		if (rowpressed_debounced[0]==0 && transition0_01)
			rowpressed_debounced[0]<=1;
		if (rowpressed_debounced[0]==1 && transition0_10)
			rowpressed_debounced[0]<=0;
	rowpressed_buffer1<= {rowpressed_buffer1[10:0],rowpressed[1]};
		if (rowpressed_debounced[1]==0 && transition1_01)
			rowpressed_debounced[1]<=1;
		if (rowpressed_debounced[1]==1 && transition1_10)
			rowpressed_debounced[1]<=0;
	rowpressed_buffer2<= {rowpressed_buffer2[10:0],rowpressed[2]};
		if (rowpressed_debounced[2]==0 && transition2_01)
			rowpressed_debounced[2]<=1;
		if (rowpressed_debounced[2]==1 && transition2_10)
			rowpressed_debounced[2]<=0;
	rowpressed_buffer3<= {rowpressed_buffer3[10:0],rowpressed[3]};
		if (rowpressed_debounced[3]==0 && transition3_01)
			rowpressed_debounced[3]<=1;
		if (rowpressed_debounced[3]==1 && transition3_10)
			rowpressed_debounced[3]<=0;
	end 
always @*
	begin
		if (rowpressed_debounced[0]==1)
			begin
				if (pressedcol[0]==4'b1110)
					keyread=4'h1;
				else if (pressedcol[0]==4'b1101)
					keyread=4'h2;
				else if (pressedcol[0]==4'b1011)
					keyread=4'h3;
				else if (pressedcol[0]==4'b0111)
					keyread=4'hA;
				else keyread=4'b0000;
			end
		else if (rowpressed_debounced[1]==1)
			begin
				if (pressedcol[1]==4'b1110)
					keyread=4'h4;
				else if (pressedcol[1]==4'b1101)
					keyread=4'h5;
				else if (pressedcol[1]==4'b1011)
					keyread=4'h6;
				else if (pressedcol[1]==4'b0111)
					keyread=4'hB;
				else keyread=4'b0000;
			end
		else if (rowpressed_debounced[2]==1)
			begin
				if (pressedcol[2]==4'b1110)
					keyread=4'h7;
				else if (pressedcol[2]==4'b1101)
					keyread=4'h8;
				else if (pressedcol[2]==4'b1011)
					keyread=4'h9;
				else if (pressedcol[2]==4'b0111)
					keyread=4'hC;
				else keyread=4'b0000;
			end
		else if (rowpressed_debounced[3]==1)
			begin
				if (pressedcol[3]==4'b1110)
					keyread=4'hE;
				else if (pressedcol[3]==4'b1101)
					keyread=4'h0;
				else if (pressedcol[3]==4'b1011)
					keyread=4'hF;
				else if (pressedcol[3]==4'b0111)
					keyread=4'hD;
				else keyread=4'b0000;
			end
		else keyread=4'b0000;
	end  
assign keypressed= rowpressed_debounced[0]||rowpressed_debounced[1]||rowpressed_debounced[2]||rowpressed_debounced[3];
reg [1:0] keypressed_buffer;  
always @(posedge clk)
	keypressed_buffer<={keypressed_buffer[0],keypressed};
always @(posedge clk)
	if ((keypressed_buffer==2'b01)&&(ready==0))
		begin
			data<=keyread;
			ready<=1;
		end
	else if ((ack==1)&&(ready==1))
		ready<=0;
always @(*)
	if (statusordata==1)
		keyout={15'b0,ready};
	else
		keyout={12'b0,data};
initial 
	begin
		rowwrite=4'b1110;		
		ready=0;
	end
endmodule
module main_module (
			output wire [3:0] rowwrite,
			output wire [3:0] data,
			input [3:0] colread,
			input clk,
			output wire [3:0] grounds,
			output wire [6:0] display,
			input pushbutton  
			);
reg [15:0] data_all;
wire [3:0] keyout;
reg [25:0] clk1;
reg [1:0] ready_buffer;
reg ack;
reg statusordata;
assign data=keyout;
localparam	BEGINMEM=12'h000,
		ENDMEM=12'h1ff,
		KEYPAD=12'h900,
		SEVENSEG=12'hb00;
reg [15:0] memory [0:127]; 
wire [15:0] data_out;
reg [15:0] data_in;
wire [11:0] address;
wire memwt;
sevensegment ss1 (.datain(data_all), .grounds(grounds), .display(display), .clk(clk));
keypad_ex  kp1(.rowwrite(rowwrite),.colread(colread),.clk(clk),.ack(ack), .statusordata(statusordata), .keyout(keyout)); 
bird br1 (.clk(~clk), .data_in(data_in), .data_out(data_out), .address(address), .memwt(memwt));
always @*
	if ( (BEGINMEM<=address) && (address<=ENDMEM) )
		begin
			data_in=memory[address];
			ack=0;
			statusordata=0;
		end
	else if (address==KEYPAD+1)
		begin	
			statusordata=1;
			data_in=keyout;
			ack=0;
		end
	else if (address==KEYPAD)
		begin
			data_in=keyout;
			statusordata=0;
			ack=1;	
		end
	else
		begin
			data_in=16'hf345;  
			ack=0;
			statusordata=0;
		end
always @(posedge clk)  
	if (memwt)
		if ( (BEGINMEM<=address) && (address<=ENDMEM) )
			memory[address]<=data_out;
		else if ( SEVENSEG==address) 
			data_all<=data_out;
initial 
	begin
		data_all=0;
		ack=0;
		statusordata=0;
		$readmemh("ram.dat", memory);
	end
endmodule
module sevensegment(datain, grounds, display, clk);
	input wire [15:0] datain;
	output reg [3:0] grounds;
	output reg [6:0] display;
	input clk;
	reg [3:0] data [3:0];
	reg [1:0] count;
	reg [25:0] clk1;
	always @(posedge clk1[15])
		begin
			grounds <= {grounds[2:0],grounds[3]};
			count <= count + 1;
		end
	always @(posedge clk)
		clk1 <= clk1 + 1;
	always @(*)
		case(data[count])	
			0:display=7'b1111110;  
			1:display=7'b0110000;
			2:display=7'b1101101;
			3:display=7'b1111001;
			4:display=7'b0110011;
			5:display=7'b1011011;
			6:display=7'b1011111;
			7:display=7'b1110000;
			8:display=7'b1111111;
			9:display=7'b1111011;
			'ha:display=7'b1110111;
			'hb:display=7'b0011111;
			'hc:display=7'b1001110;
			'hd:display=7'b0111101;
			'he:display=7'b1001111;
			'hf:display=7'b1000111;
			default display=7'b1111111;
		endcase
	always @*
		begin
			data[0] = datain[15:12];
			data[1] = datain[11:8];
			data[2] = datain[7:4];
			data[3] = datain[3:0];
		end
	initial begin		
		count = 2'b0;
		grounds = 4'b1110;
		clk1 = 0;
	end
endmodule
==> flow/run.sh <==
#!/bin/bash
# OpenROAD 26Q1-2900-gdf79404cd8, Yosys 0.63+post, stock flow scripts
make -C /OpenROAD-flow-scripts/flow DESIGN_CONFIG=/design/flow/config.mk WORK_HOME=/design/flow/orfs finish
==> flow/config.mk <==
export PLATFORM = sky130hd
export DESIGN_NAME = main_module
export DESIGN_NICKNAME = main_module
export VERILOG_FILES = /design/flow/design.v
export SDC_FILE = /design/flow/constraint.sdc
export NUM_CORES = 4
export LEC_CHECK = 1
export CORE_UTILIZATION = 30
export SYNTH_HDL_FRONTEND = slang
==> flow/constraint.sdc <==
current_design main_module

set clk_period 152.4
set clk_io_pct 0.2

create_clock -name clk0 -period $clk_period [get_ports {clk}]

set non_clock_inputs [all_inputs -no_clocks]
set_input_delay [expr $clk_period * $clk_io_pct] -clock clk0 $non_clock_inputs
set_output_delay [expr $clk_period * $clk_io_pct] -clock clk0 [all_outputs]
==> results_dict.tcl <==
# yosys + openroad results
set metrics [dict create \
    ys_seq_share_pct 70.7 \
    place_hpwl_microns 170000 \
    syn_area_sq_mm 0.0983 \
    power_frac_comb_pct 0 \
    yosysMostFrequentCell "edfxtp_1" \
    top_cell_area_share_pct 68.6 \
    place_area_sq_mm 0.104 \
    antenna_left 0 \
    grt_max_degree 130 \
    switching_share_pct 19.9 \
    initCoreUtil_pct 30.2 \
    finClkSkew_ps 86.1 \
    status "complete, no violations" \
    area_growth_pct 14.5 \
    clk_pin_slew_ps 60 \
    holdBufCountCts 0 \
    top_area_cell "edfxtp_1" \
    track_usage_pct 18.0 \
    totalNegativeSetupSlack_ps 0 \
    hold_path_class "reg2reg" \
    core.rowCount 209 \
    ys.flop_type "edfxtp_1" \
    tool_warnings 233 \
    final_cell_area_sq_mm 0.113 \
    drt-wirelength-per-cell_microns 23.3 \
    drive_above_1_share_pct 11.3 \
    p_switching_uw 247 \
    ys_cells 7292 \
    gp_congestion 0.947 \
    cts_made_buffers 223 \
    holdCritStartpoint "kp1.keypressed_buffer[0]$_DFF_P_" \
    async_reset_ff_share_pct 0 \
    antenna_found_initial 4 \
    synthTopCellsByCount "edfxtp_1, nand2_1, nand3_1, nor2_1, and3_1" \
    drtIter0Drc 4678 \
    slew_headroom_pct 30.8 \
    setup_viol 0 \
    fillCellCount 30152 \
    dr.pass1.iters 8 \
    cts_tree "done" \
    ys_ff 2348 \
    worst_slew_pin_slew_ps 1030 \
    vias_per_cell 5.14 \
    cts_root_buf "clkbuf_16" \
    powerDensity_mw_per_mm2 11.1 \
    dieWidth_microns 574 \
    core_sq_mm 0.325 \
    grt_pass1_vias 64320 \
    postCtsResizedCells 0 \
    cp.required_ps 121920 \
    route.detailed.drc 0 \
    power_uw 1250 \
    ys_types 92 \
    clock_power_share_pct 45.9 \
    power_frac_seq_pct 54.1 \
    crit_type "reg2out" \
    stdcell_count 12081 \
    cp_max_fo 24 \
    routed_wirelength_microns 282000 \
    fp.dieH_microns 574 \
    untimed_endpoints 115 \
    p_leak_uw 0.0357 \
    ir_worst_vdd_mv 0.0118 \
    grt_overflow 0 \
    cts_setup_buffers 0 \
    clock.latency.late_pin_ps 880 \
    yosys_area_sq_mm 0.0983 \
    finalHoldViolCount 0 \
    io_pins 25 \
    rsz0062_at_grt "no" \
    htreeDepth 4 \
    rrSetupSlack_ps 70310 \
    final_max_slew_viol_count 0 \
    intPower_uw 998 \
    worstSetupEndpointType "primary output" \
    area_leaders "edfxtp_1, nand2_1, mux4_2" \
    critPathArrivalTime_ps 82180 \
    synth_cells 7292 \
    unclocked_pins 82 \
    grt_pass1_wl_microns 415000 \
    vias 62101 \
    maxCapViolations 0 \
    cts_max_path_buffers 3 \
    io_buffers 23 \
    place_inst 11506 \
    yosys_warnings 0 \
    worstSetupStartpointType "register" \
    enable_flop_cells 2245 \
    die_area_sq_mm 0.330 \
    synth.avg_cell_area_sq_um 13.5 \
]
## final timing paths
check / cells after the start / to
max: 11 / data[0]
min: 0 / kp1.keypressed_buffer[1]$_DFF_P_
min reg2reg: 0 / kp1.keypressed_buffer[1]$_DFF_P_
max reg2reg: 13 / memory[26][7]$_DFFE_PP_
## metrics by stage
stage,setup slack [ps],util [%],hold slack [ps]
final,39740,34.6,355
after global routing,39400,34.6,372
after CTS,39650,34.6,359
after detailed placement,40580,32.1,334
after global placement,40620,32.1,329
after floorplan,42540,-,323
## flip-flops by register name, indices dropped and copies added, names as in the netlist, 16 cells and up, named ones only
name and flops:
memory 2048, br1.regbank 128, data_all 16, kp1.clk1 16
kp1.pressedcol 16, ss1.clk1 16
## layout make-up
class,instances,area (sq um),share of cell area [%]
tap,4325,5410,4.81
clock buffer,265,5780,5.14
timing repair buffer,354,2870,2.55
clock inverter,310,2290,2.04
inverter,81,304,0.270
sequential,2348,69500,61.7
multi-input combinational,4397,26400,23.5
antenna,1,2.50,0.00222
## cell families after synthesis
group | count (synthesis) | synth area share [%]
AND-OR/OR-AND | 1012 | 7.37
adder cells (fa/ha/maj) | 88 | 1.14
multiplexers | 258 | 4.09
flip-flops | 2348 | 70.7
buffers and inverters | 547 | 2.79
AND/OR/NAND/NOR | 2939 | 13.0
XOR/XNOR | 100 | 0.891
## placed cells by master (no fill, tap or decap), types with 12 or more instances in the layout
| master | count |
|---|---|
| and3_1 | 222 |
| bufinv_16 | 27 |
| clkinv_2 | 39 |
| a31oi_1 | 119 |
| nand2_1 | 1814 |
| a221oi_1 | 24 |
| a41oi_1 | 15 |
| a21o_1 | 16 |
| o22ai_1 | 16 |
| a311oi_1 | 195 |
| o21ai_0 | 100 |
| xor2_1 | 31 |
| dfxtp_1 | 100 |
| buf_12 | 12 |
| mux2_2 | 25 |
| and2_1 | 17 |
| nor3_1 | 38 |
| clkdlybuf4s50_1 | 23 |
| a21oi_4 | 12 |
| nor2_1 | 229 |
| inv_1 | 242 |
| nand4_1 | 49 |
| a22oi_1 | 101 |
| nor4_1 | 44 |
| mux2i_1 | 118 |
| clkbuf_16 | 225 |
| edfxtp_1 | 2245 |
| nand2b_1 | 18 |
| buf_4 | 319 |
| a32oi_1 | 80 |
| clkbuf_1 | 40 |
| nor2b_1 | 26 |
| clkinv_1 | 46 |
| nand3_1 | 402 |
| xnor2_1 | 69 |
| a21oi_1 | 195 |
| ha_1 | 84 |
| mux4_2 | 111 |
## per-layer routing
metal | track usage, % | vias up | wire length, microns
li1 | - | 28024 | -
met1 | 20.7 | 30113 | 99000
met2 | 26.0 | 3403 | 125000
met3 | 13.4 | 538 | 46100
met4 | 6.31 | 23 | 11600
met5 | 1.71 | - | 634
## critical path, cell delays in order, from the launching register on
cell and delay [ps]:
dfxtp_2 780, buf_4 490, mux4_2 570, mux2_2 400
nor2_1 320, o211a_1 550, nand2_2 280, nor4_1 480
and2b_1 220, nand2_1 250, mux2_2 330, clkdlybuf4s50_1 450
## power by group through the flow
stage | logic (uW) | clock network, uW | registers [uW]
after global routing | 0.210 | 607 | 673
after CTS | 0.198 | 580 | 674
final | 0.197 | 571 | 674
Power is estimated from default activity; no workload was simulated.
